**/design/flow/constraint.sdc**
```tcl
current_design RegisterFile

set clk_period 8.4
set clk_io_pct 0.2

create_clock -name clk0 -period $clk_period [get_ports {clk}]

set non_clock_inputs [all_inputs -no_clocks]
set_input_delay [expr $clk_period * $clk_io_pct] -clock clk0 $non_clock_inputs
set_output_delay [expr $clk_period * $clk_io_pct] -clock clk0 [all_outputs]
```
**/design/flow/design.v**
```verilog
module RegisterFile(clk, reset, reg_wr_en, wr_select, reg_select1, reg_select2,
                    reg_data1, reg_data2, wr_data);
   parameter bitwidth = 32;
   input clk, reset, reg_wr_en;
   input[3:0] reg_select1, reg_select2 , wr_select;
   input[bitwidth-1:0] wr_data;
   output[bitwidth - 1:0] reg_data1, reg_data2;
   reg[bitwidth - 1:0] reg_data1, reg_data2;
   wire[bitwidth-1:0] regout[0:15];   
   Register #(bitwidth,0) R0(clk, reset, (wr_select == 4'd0) & reg_wr_en, wr_data, regout[0]);
   Register #(bitwidth,0) R1(clk, reset, (wr_select == 4'd1) & reg_wr_en, wr_data, regout[1]);
   Register #(bitwidth,0) R2(clk, reset, (wr_select == 4'd2) & reg_wr_en, wr_data, regout[2]);
   Register #(bitwidth,0) R3(clk, reset, (wr_select == 4'd3) & reg_wr_en, wr_data, regout[3]);
   Register #(bitwidth,0) R4(clk, reset, (wr_select == 4'd4) & reg_wr_en, wr_data, regout[4]);
   Register #(bitwidth,0) R5(clk, reset, (wr_select == 4'd5) & reg_wr_en, wr_data, regout[5]);
   Register #(bitwidth,0) R6(clk, reset, (wr_select == 4'd6) & reg_wr_en, wr_data, regout[6]);
   Register #(bitwidth,0) R7(clk, reset, (wr_select == 4'd7) & reg_wr_en, wr_data, regout[7]);
   Register #(bitwidth,0) R8(clk, reset, (wr_select == 4'd8) & reg_wr_en, wr_data, regout[8]);
   Register #(bitwidth,0) R9(clk, reset, (wr_select == 4'd9) & reg_wr_en, wr_data, regout[9]);
   Register #(bitwidth,0) R10(clk, reset, (wr_select == 4'd10) & reg_wr_en, wr_data, regout[10]);
   Register #(bitwidth,0) R11(clk, reset, (wr_select == 4'd11) & reg_wr_en, wr_data, regout[11]);
   Register #(bitwidth,0) R12(clk, reset, (wr_select == 4'd12) & reg_wr_en, wr_data, regout[12]);
   Register #(bitwidth,0) R13(clk, reset, (wr_select == 4'd13) & reg_wr_en, wr_data, regout[13]);
   Register #(bitwidth,0) R14(clk, reset, (wr_select == 4'd14) & reg_wr_en, wr_data, regout[14]);
   Register #(bitwidth,0) R15(clk, reset, (wr_select == 4'd15) & reg_wr_en, wr_data, regout[15]);
   always @* begin
      case(reg_select1)
        4'b0000: reg_data1 = regout[0];
        4'b0001: reg_data1 = regout[1];
        4'b0010: reg_data1 = regout[2];
        4'b0011: reg_data1 = regout[3];
        4'b0100: reg_data1 = regout[4];
        4'b0101: reg_data1 = regout[5];
        4'b0110: reg_data1 = regout[6];
        4'b0111: reg_data1 = regout[7];
        4'b1000: reg_data1 = regout[8];
        4'b1001: reg_data1 = regout[9];
        4'b1010: reg_data1 = regout[10];
        4'b1011: reg_data1 = regout[11];
        4'b1100: reg_data1 = regout[12];
        4'b1101: reg_data1 = regout[13];
        4'b1110: reg_data1 = regout[14];
        4'b1111: reg_data1 = regout[15];
      endcase  
   end  
   always @* begin
      case(reg_select2)
        4'b0000: reg_data2 = regout[0];
        4'b0001: reg_data2 = regout[1];
        4'b0010: reg_data2 = regout[2];
        4'b0011: reg_data2 = regout[3];
        4'b0100: reg_data2 = regout[4];
        4'b0101: reg_data2 = regout[5];
        4'b0110: reg_data2 = regout[6];
        4'b0111: reg_data2 = regout[7];
        4'b1000: reg_data2 = regout[8];
        4'b1001: reg_data2 = regout[9];
        4'b1010: reg_data2 = regout[10];
        4'b1011: reg_data2 = regout[11];
        4'b1100: reg_data2 = regout[12];
        4'b1101: reg_data2 = regout[13];
        4'b1110: reg_data2 = regout[14];
        4'b1111: reg_data2 = regout[15];
      endcase  
   end  
endmodule  
module Register(clk, reset, wrtEn, dataIn, dataOut);
	parameter BIT_WIDTH = 32;
	parameter RESET_VALUE = 0;
	input clk, reset, wrtEn;
	input[BIT_WIDTH - 1: 0] dataIn;
	output[BIT_WIDTH - 1: 0] dataOut;
	reg[BIT_WIDTH - 1: 0] dataOut;
	always @(posedge clk or posedge reset) begin
		if (reset == 1'b1)
			dataOut <= RESET_VALUE;
		else if (wrtEn == 1'b1)
			dataOut <= dataIn;
	end
endmodule
```
**/design/flow/config.mk**
```make
export PLATFORM = sky130hd
export DESIGN_NAME = RegisterFile
export DESIGN_NICKNAME = RegisterFile
export VERILOG_FILES = /design/flow/design.v
export SDC_FILE = /design/flow/constraint.sdc
export NUM_CORES = 4
export LEC_CHECK = 1
export CORE_UTILIZATION = 50
```
**/design/flow/run.sh**
```bash
#!/bin/bash
# OpenROAD 26Q1-2900-gdf79404cd8, Yosys 0.63+post, stock flow scripts
make -C /OpenROAD-flow-scripts/flow DESIGN_CONFIG=/design/flow/config.mk WORK_HOME=/design/flow/orfs finish
```
==> impl_metrics.ini <==
; implementation run metrics
[floorplanning]
coreArea_um2 = 53810
num_io_pins = 111
die_h_um = 235.6
rows = 85
die_area_um2 = 55500
die_w_um = 235.6
fp_util = 0.5070

[final_layout]
design_area_um2 = 30880
area_delta_synth_final_pct = 13.19
final_cell_mix = dfrtp_1 (512), mux2_2 (480), a22oi_1 (164)
mostFrequentLayoutCell = dfrtp_1
fill_cells = 4305
drive_gt1_frac = 0.2920

[detailed_routing]
drc = 0
detail-route-antenna-nets = 0
firstDrtPassIters = 7
avgViaCountPerCell = 7.282
vias = 22680
wl_per_cell_um = 34.63
initialDrtViolationCount = 2501
drt-total-wl_mm = 107.9

[critical_path]
start_kind = input port
rr_worst_depth = 1
worstPathRequired_ns = 6.72
rrSetupSlack_ns = 7.55
critPathKind = input port to primary output
cp.arrival_ns = 4.96
crit_fanout = 30
r2r-end = R12.dataOut[13]
endpoint_kind = primary output
reg2reg_from = R12.dataOut[13]

[synth]
yosys_most_used_dff = dfrtp_1
syn_avg_cell_area_um2 = 11.49
synth.top_cell.area_share = 0.4696
ys_seq_share = 0.4696
yosys_warnings = 2
ys_cells = 2375
synthCells = 2375
netlist-cell-type-count = 64
synthArstFlopShare = 1.000
synth_flop_count = 512
yosysChipArea_um2 = 27280
synth.area.top_cells = dfrtp_1 (47%), mux2_2 (20%), a22oi_1 (4.5%)
syn_area_um2 = 27280
edf_count = 0
yosys.area.top_type = dfrtp_1

[final_timing]
skew_ns = 0
min_period_over_period = 0.7900
finalCriticalPeriod_ns = 6.636
fmax_mhz = 150.7
slew_headroom = 0.3910
finalMaxSlewViolations = 0
rsz0062_at_grt = false
whs_ns = 0.5080
setup_viol = 0
setup_slack_ns = 1.764
final_hold_viol_count = 0
tns_ns = 0
tightestPinTransition_ns = 0.9125

[job]
warnings = 32
maxCapViolations = 0

[global_route]
grt-busiest-layer = met2
grt_overflow = 0
grt_pass1_vias = 22590
track_usage = 0.4089
use_met1 = 0.5599
use_met2 = 0.5941
grt_antenna_before_repair = 5
grt_max_degree = 124
globalRouteMet3Util = 0.1577
grt_pass1_wl_mm = 156.6

[clock_tree]
clk_latency_ns = 0.61
cts_hold_buf = 0
cts_resized = 0
h-tree-depth = 2
clockBufferDepth = 3
cts_tree = built
post_cts_buffers = 0
clock_sinks = 512
cts_buffers = 57
clock-root-buffer = clkbuf_16
clk_pin_slew_ns = 0.06

[hold_path]
hp-start = R2.dataOut[16]
worstHoldEndpoint = R2.dataOut[16]
hold_path.class = flop to flop
hold_depth = 1

[power]
combPwrFrac = 0.202
power_leakage_nw = 12.67
p_per_area_nw_per_um2 = 250.1
p_clk_frac = 0.339
ir_drop_v = 0.0001731
p_sw_frac = 0.2936
p_sw_mw = 2.268
p_seq_frac = 0.458
p_int_mw = 5.456

[placement]
io_buffers = 110
place_congestion = 0.9859
placed_area_um2 = 28920
dp_hpwl_mm = 62.27
pre_cts_ws_ns = 1.841

[status]
status = finished, final reports clean
## cell type report
| cell class | instances | area [um^2] | share of cell area |
|---|---|---|---|
| Multi-Input combinational cell | 1597 | 13470 | 0.4363 |
| Sequential cell | 512 | 12810 | 0.4149 |
| Clock buffer | 89 | 1739 | 0.05632 |
| Timing Repair Buffer | 193 | 1727 | 0.05592 |
| Tap cell | 696 | 870.8 | 0.02820 |
| Clock inverter | 15 | 210.2 | 0.006807 |
| Inverter | 8 | 33.78 | 0.001094 |
| Antenna cell | 5 | 12.51 | 0.0004052 |
## cell families after synthesis
group,Yosys count,share of synthesized area
AND-OR/OR-AND,710,0.1977
multiplexers,579,0.2365
buffers and inverters,266,0.04357
AND/OR/NAND/NOR,308,0.05261
flip-flops,512,0.4696
## through the flow
stage	total power, mW	std cells	utilization
3_3_place_gp	5.056	3006	0.5373
5_1_grt	8.025	3112	0.5737
6_report	7.724	3115	0.5738
4_1_cts	7.705	3110	0.5736
3_5_place_dp	5.096	3006	0.5373
2_1_floorplan	4.464	2375	-
## critical path, stage by stage
cell and delay [ns]:
buf_4 0.44, buf_4 0.39, nor2_1 0.09, buf_4 0.25, and2_1 0.38, buf_4 0.35
a222oi_1 0.37, o21ai_1 0.11, o32a_1 0.40, clkdlybuf4s50_1 0.42
## power groups by stage
stage	clock network (mW)	logic [mW]	registers (mW)
after global routing	2.74	1.67	3.61
final	2.62	1.56	3.54
after CTS	2.64	1.54	3.52
## layer usage
layer  vias up  part of all wire
met5         -           0.00026
met4         4             0.058
met3       437              0.13
met2      1650              0.44
met1     11400              0.37
li1       9192                 -
## state kept, by name (all words and copies together) (netlist names)
name	cells
R4.dataOut	32
R8.dataOut	32
R13.dataOut	32
R15.dataOut	32
R9.dataOut	32
R3.dataOut	32
R14.dataOut	32
R12.dataOut	32
R10.dataOut	32
R11.dataOut	32
R7.dataOut	32
R6.dataOut	32
R2.dataOut	32
R0.dataOut	32
R1.dataOut	32
R5.dataOut	32
## Yosys cell counts, types with 35 or more instances
master / instances
nand2_1: 53
a22oi_1: 164
mux2_2: 480
clkbuf_1: 133
buf_2: 101
o22a_1: 41
mux2_1: 44
a221oi_1: 91
mux2i_1: 55
dfrtp_1: 512
o22ai_1: 35
a22o_1: 66
o21ai_0: 35
a21oi_1: 98
nor2_1: 149
## how the worst max path moves through the flow
stage,cells past startpoint,endpoint,startpoint
global route,10,reg_data1[2],reg_select1[3]
CTS,10,reg_data1[2],reg_select1[3]
finish,10,reg_data1[2],reg_select1[3]
Power and IR drop assume default switching activity.
