==> /design/flow/config.mk <==
export PLATFORM = sky130hd
export DESIGN_NAME = ALU
export DESIGN_NICKNAME = ALU
export VERILOG_FILES = /design/flow/design.v
export SDC_FILE = /design/flow/constraint.sdc
export NUM_CORES = 4
export LEC_CHECK = 1
export CORE_UTILIZATION = 50
==> /design/flow/constraint.sdc <==
current_design ALU

set clk_period 25.1
set clk_io_pct 0.2

create_clock -name clk0 -period $clk_period

set non_clock_inputs [all_inputs -no_clocks]
set_input_delay [expr $clk_period * $clk_io_pct] -clock clk0 $non_clock_inputs
set_output_delay [expr $clk_period * $clk_io_pct] -clock clk0 [all_outputs]
==> /design/flow/design.v <==
module ALU(src1, src2, opcode, data_out, cond_flag);
	parameter data_bit_width = 32;
	parameter op_bit_width = 5;
	input signed [data_bit_width-1:0] src1;
	input signed [data_bit_width-1:0] src2;	
	input [op_bit_width-1:0] opcode;
	output signed [data_bit_width-1:0] data_out;
	output cond_flag;
	reg signed [data_bit_width-1:0] result;
	reg branch_result;
	always @ (*) begin
		case (opcode)
			5'b00000:begin 
						result <= src1 + src2;
					end
			5'b00001:begin 
						result <= src1 - src2;
					end
			5'b00010:begin 
						result <= (src1 & src2);
					end
			5'b00011:begin 
						result <= src1 | src2;
					end
			5'b00100:begin 
						result <= src1 ^ src2;
					end
			5'b00101:begin 
						result <= ~(src1 & src2);
					end
			5'b00110:begin 
						result <= ~(src1 | src2);
					end
			5'b00111:begin 
						result <= ~(src1 ^ src2);
					end
			5'b01000:begin
						result <= 32'b0;
					end
			5'b01001:begin 
						if(src1 == src2) begin
							result <= 1;
						end
						else begin	
							result <= 0;
						end
						branch_result <= result[0];
					end
			5'b01010:begin 
						if(src1 < src2) begin
							result <= 1;
						end
						else begin	
							result <= 0;
						end
						branch_result <= result[0];						
					end
			5'b01011:begin 
						if(src1 <= src2) begin
							result <= 1;
						end
						else begin	
							result <= 0;
						end	
						branch_result <= result[0];
					end
			5'b01100:begin 
						result <= 1;
						branch_result <= result[0];
					end
			5'b01101:begin 
						if(src1 != src2) begin
							result <= 1;
						end
						else begin	
							result <= 0;
						end
						branch_result <= result[0];
					end
			5'b01110:begin 
						if(src1 >= src2) begin
							result <= 1;
						end
						else begin	
							result <= 0;
						end
						branch_result <= result[0];		
					end
			5'b01111:begin 
						if(src1 > src2) begin
							result <= 1;
						end else
						begin	
							result <= 0;
						end
						branch_result <= result[0];
					end
			5'b10000:begin 
						result <= ((src2 & 32'h0000FFFF) << 16);
					end
			5'b10001:begin 
						if(src1[31]) begin
							result <= 1;
						end
						else begin
							result <= 0;
						end
						branch_result <= result[0];
					end
			5'b10010:begin 
						if(src1[31] == 1'b1 || src1 == 32'd0) begin
							result <= 1;
						end
						else begin
							result <= 0;
						end
						branch_result <= result[0];
					end
			default:begin
						result <= 0;
						branch_result <= 0;
					end
		endcase
	end
	assign data_out = result;
	assign cond_flag = branch_result;
endmodule
==> /design/flow/run.sh <==
#!/bin/bash
# OpenROAD 26Q1-2900-gdf79404cd8, Yosys 0.63+post, stock flow scripts
make -C /OpenROAD-flow-scripts/flow DESIGN_CONFIG=/design/flow/config.mk WORK_HOME=/design/flow/orfs finish
==> impl_metrics.ini <==
; physical design summary
[final_timing]
final.min_clock_period_ns = 14.08
fin_crit_sh = 0.561
unconstrained_endpoints = 2
finalMaxSlewViolations = 0
unrepaired_setup_endpoints_after_global_routing = no
fin_worst_hold_slack_ns = 11.14
unclocked_regs = 1
achievable-frequency_mhz = 71.0
relSlewSlack = 0.406
fin_tns_setup_ns = 0
finalSetupViolCount = 0
timing_worst_slew_pin_value_ns = 0.882
hold_viol_final = 0

[power_and_ir_drop]
total_leakage_power_nw = 3.25
powerDensity_nw_per_um2 = 21.1
peak_supply_drop_uv = 19.7

[critical_path]
worstPathCellList = clkdlybuf4s50_1 > inv_1 > ha_1 > a21oi_1 > and4b_1 > a21oi_1 > a211oi_1 > o21ai_0 > a31o_2 > o221a_2 > o21ai_0 > clkdlybuf4s50_1
critical_path.slowest_cell = clkdlybuf4s50_1
timing.critical_path.to_type = primary output
cpPeakStageDelay_ns = 0.58
crit_buf_inv = 3
path_max_fanout = 14
cp_top_family = AND-OR/OR-AND gates
critical_path.startpoint_type = input port
timing.critical_path.arrival_ns = 9.06
worstSetupPathType = input port to primary output
worst_setup_path_startpoint = src2[6]
worstPathRequired_ns = 20.08

[final_layout]
fin_cells = 1248
drive_above_1_share = 0.0455
top_register = branch_result
flow.area_growth_from_synthesis_pct = 16.9
flip_flop_count_of_the_largest_register_all_copies_and_words_added = 1
reg.largest.list = branch_result: 1 flops

[synth]
synthDominantAreaCellType = ha_1
postSynthRegisterBits = 1
yosys-top-cells-area = ha_1, a21oi_1, o21ai_0
synth_stat.cells = 1029
total_cell_area_reported_by_yosys_after_synthesis_um2 = 6470
edf_count = 0
top_cell_area_share = 0.186
postSynth.topFlopCell = dlxtn_1
synth_area_um2 = 6470
synth.distinct_cells = 78
syn_inst = 1029
synthesis.yosys.warnings = 1
synthArstFlopShare = 0
mean_instance_size_in_the_synthesized_netlist_um2 = 6.29

[die]
top_level_ports = 102
initial_utilization = 0.512
rows = 41
placeable_core_area_um2 = 12600
die_area_um2 = 13400
die_height_um = 116
dieWidth_um = 116

[cts]
hold_buffers = 0
cts_repair_resize_count = 0
postCtsSetupRepairBufs = 0

[global_routing]
antenna_found_initial = 0
pin_count_of_the_biggest_net_entering_global_routing = 72
grt-ovfl-total = 0
gr-usage-all-layers = 0.400
grt_pass1_wl_um = 40400
first_global_vias = 7266

[worst_hold_path]
hold_path_startpoint = opcode[0]
worst_hold_path_type = input port to primary output

[run]
tool_warnings = 97
max_cap_viol_count = 0

[routing]
first_pass_iters = 8
drcViolationCount = 0
via_per_inst = 6.62
detailedRoute.firstIterationViolations = 887
vias = 8267
detail_route.wirelength_um = 26500
ant_nets = 0
post_drt_wl_per_cell_um = 21.3
diodes = 0

[status]
status = finished, final reports clean

[placed_design]
finalWeightedCongestion = 0.994
placed_cells_incl_taps = 1248
total_half_perimeter_wirelength_after_legalization_and_detailed_placement_um = 19600
buffer_ports.inserted = 102
report_power, final:
part,switching (mW),leakage [nW],internal (mW),total [mW]
Combinational,0.0922,3.24,0.0671,0.159
Sequential,0.00000691,0.00771,0.000134,0.000141
Clock,0,0,0,0
Total,0.0923,3.25,0.0672,0.159
per-stage QoR:
| stage | utilization | setup slack [ns] | cell area (µm²) | power, mW |
|---|---|---|---|---|
| finish | 0.599 | 11.02 | 7560 | 0.159 |
| global route | 0.599 | 10.68 | 7560 | 0.174 |
| CTS | 0.599 | 11.06 | 7560 | 0.156 |
| detailed placement | 0.599 | 11.08 | 7560 | 0.155 |
| global placement | 0.599 | 11.13 | 7560 | 0.156 |
| floorplan | - | 12.81 | 6470 | 0.0971 |
synth_stat cells, types with 7 or more instances:
cell type,count
o221ai_1,10
nand2b_1,14
o211ai_1,11
a21oi_1,101
o311ai_0,7
a32oi_1,8
or3_1,8
a22oi_1,20
mux2i_1,8
nor2b_1,10
o21ai_0,85
buf_1,8
a221oi_1,22
a211oi_1,15
clkbuf_1,56
o22ai_1,7
a22o_1,8
buf_2,10
nor4_1,18
nor3_1,25
nand3_1,24
a31oi_1,11
a211o_1,8
o31ai_1,8
inv_1,106
o21bai_1,16
ha_1,96
nor2_1,100
and2_1,7
a21o_1,15
nand2_1,80
final timing paths:
| kind | slack, ns | cells after the start | end |
|---|---|---|---|
| max | 11.02 | 12 | data_out[24] |
| min | 11.14 | 6 | data_out[10] |
final cells by class:
type / instances / area [µm²]
inverters: 107 / 402
fillers: 1242 / 5060
well taps: 172 / 215
multi-input cells: 846 / 5770
flip-flops and latches: 1 / 15.0
repair buffers: 122 / 1160
metal layers:
layer / GRT usage / vias to the layer above / routed length (µm)
li1: - / 3898 / -
met1: 0.529 / 3720 / 10400
met2: 0.627 / 531 / 11500
met3: 0.0581 / 118 / 2780
met4: 0.229 / 0 / 1770
met5: 0 / - / 0
layout by cell type (no fill, tap or decap), types with 4 or more instances in the layout:
cell type          n
mux2i_1            8
and2_1             7
a32o_1             4
a31oi_1           11
a21o_1            15
and3_1             4
o21a_1             6
nor2b_1            8
a41oi_1            4
a211oi_1          15
o31ai_1            8
o2111ai_1          4
buf_4             20
o211a_1            5
nor3b_1            6
a211o_1            8
o311ai_0           7
nand2b_1          14
clkdlybuf4s50_1  100
o221ai_1          10
a221oi_1          22
a21oi_1          101
or2_2              5
nor3_1            24
nand4_1            5
nand3_1           24
a22oi_1           20
a221o_1            6
o22ai_1            7
o21bai_1          16
a32oi_1            8
a22o_1             8
or3_1              8
nand2_1           80
nor4_1            18
ha_1              96
o211ai_1          11
inv_1            106
nor2_1            99
o21ai_0           85
kinds of logic (layout without fill, tap and decap cells):
group	after synthesis	after routing	synth area share
AND-OR/OR-AND	416	416	0.443
XOR/XNOR	3	3	0.00406
adder cells (fa/ha/maj)	99	99	0.193
buffers and inverters	182	229	0.108
latches	1	1	0.00232
multiplexers	8	8	0.0124
AND/OR/NAND/NOR	320	320	0.237
No activity file was given, so power comes from the tool's default toggle rates.
