**./config.mk**
```make
export PLATFORM = sky130hd
export DESIGN_NAME = RegFile
export DESIGN_NICKNAME = RegFile
export VERILOG_FILES = /design/flow/design.v
export SDC_FILE = /design/flow/constraint.sdc
export NUM_CORES = 4
export LEC_CHECK = 1
export CORE_UTILIZATION = 50
```
**./run.sh**
```bash
#!/bin/bash
# OpenROAD 26Q1-2900-gdf79404cd8, Yosys 0.63+post, stock flow scripts
make -C /OpenROAD-flow-scripts/flow DESIGN_CONFIG=/design/flow/config.mk WORK_HOME=/design/flow/orfs finish
```
**./design.v**
```verilog
module RegFile (clk, reset, rd, rs1, rs2, wrt_en, wrt_data, out1, out2);
	parameter ADDR_LEN = 4;
	parameter DATA_LEN = 32;
	input clk, reset;
	input [ADDR_LEN - 1 : 0] rd;
	input [ADDR_LEN - 1 : 0] rs1;
	input [ADDR_LEN - 1 : 0] rs2;
	input wrt_en;
    input [DATA_LEN - 1 : 0] wrt_data;
	output [DATA_LEN - 1 : 0] out1;
	output [DATA_LEN - 1 : 0] out2;
	reg [DATA_LEN - 1 : 0] data [0 : (1 << ADDR_LEN) - 1];
	assign out1 = data[rs1];
	assign out2 = data[rs2];
    integer i;
    always @(posedge clk or posedge reset) begin
        if (reset) begin
            for (i = 0; i < (1 << ADDR_LEN) - 1; i = i + 1) begin
                data[i] <= 0;
            end
        end else if (wrt_en) begin
			data[rd] <= wrt_data;
        end
    end
endmodule
```
**./constraint.sdc**
```tcl
current_design RegFile

set clk_period 11.1
set clk_io_pct 0.2

create_clock -name clk0 -period $clk_period [get_ports {clk}]

set non_clock_inputs [all_inputs -no_clocks]
set_input_delay [expr $clk_period * $clk_io_pct] -clock clk0 $non_clock_inputs
set_output_delay [expr $clk_period * $clk_io_pct] -clock clk0 [all_outputs]
```
==> Changelog: implementation <==
## Implementation

* Cells after Synth at 2342
* Biggest register: data
* Worst-path clk slew at 0.06 ns
* Final Cycle Share at 73.6%
* Total track usage at 39.6%
* Core ar. at 0.0538 mm²
* Synth flops at 512
* Clk sinks at 512
* Ant diodes at 0
* Tot Pwr at 5780 µW
* Setup Viol. Count Final at 0
* Measured slew at the worst slew-check pin at 1.15 ns
* Total grt overflow at 0
* Maxcap violations at 0
* Area growth from synthesis to layout at 13.0%
* DRC at 0
* Final WL at 104000 µm
* Leak at 0.0126 µW
* Status: finished, final reports clean
* H-tree depth at 2
* Fin crit period at 8.17 ns
* Setup TNS Final at 0 ns
* Max-slew violations at 0
* Max-area cell share at 44.1%
* Root Buffer: clkbuf_16
* Final HPWL DP at 59200 µm
* Rel. slew slack at 23.4%
* Final-report hold violation count at 0
* WP data arrival at 5.95 ns
* CTS tree: built
* Worst Hold Margin at 0.507 ns
* Highest clock rate at 122 MHz
* Vias in the first global route at 22100
* Share of cells above drive strength 1 at 29.9%
* Combinational Area at 0.0132 mm²
* # Post-CTS Setup Buffers at 0
* DR iter-0 viols at 2102
* GPL Wtd Cong at 0.964
* Std cell rows at 85
* DIE WIDTH at 235 µm
* Synth Cell Area at 0.0272 mm²
* CP startpoint kind: input pin
* Total CTS buffers at 57
* Final setup skew at 0 ns
* Pre-antenna DRT Iters at 6
* Post-CTS sizing at 0
* Register area share after synthesis at 47.6%
* Peak supply drop at 0.136 mV
* Cell count listed in synth_stat.txt at 2342
* Syn. warnings at 2
* Post-CTS Hold Buffers at 0
* Place WS at 3.12 ns
* Cell type with the largest total area: dfrtp_1
* FILL cells at 4355
* CP Class: input pin to output port
* Commonest flop: dfrtp_1
* Critical Path RT at 8.88 ns
* Via density at 7.05
* Clock Tree Buf Depth at 3
* Worst-Skew Late Latency at 0.63 ns
* Num ports at 111
* Cell area leaders: dfrtp_1 44%, mux2_2 19%, mux2i_1 4.2%
* RSZ-0062 raised after global routing: false
* First-pass GRT wire length at 152000 µm
* Distinct cells, synth at 65
* Worst setup margin at 2.93 ns
* Initial antenna violation count at 0
* Vias at 21800
* Critical path fanouts, max at 40
* Die H at 235 µm
* Async set-reset flop share out of synthesis at 93.8%
* Die area at 0.0554 mm²
* Routed Antenna Nets at 0
* Biggest registers after layout: data (512)
* Largest net degree at the start of global routing at 115
* Port bufs at 110
* Initial Util at 50.6%
* Log Warnings at 29
* Worst hold path class: flip-flop to flip-flop
* Flop area at 0.0130 mm²
* Max reg flops at 512
* Yosys Chip Area at 0.0272 mm²
* WL/cell at 33.5 µm
* EDFF count, synth at 32
* Worst Setup End Kind: output port
* PD cells at 188 mW/mm²
* Syn Area/Cell at 11.6 µm²
## path summary, 6_finish.rpt
kind	from	to	slack, ns	cells past startpoint
worst min register to register	data[8][15]$_DFFE_PP0P_	data[8][15]$_DFFE_PP0P_	0.51	1
worst min-delay path	data[8][15]$_DFFE_PP0P_	data[8][15]$_DFFE_PP0P_	0.51	1
worst max register to register	data[1][27]$_DFFE_PP0P_	data[1][27]$_DFFE_PP0P_	10.26	1
max in group asynchronous	reset	data[1][15]$_DFFE_PP0P_	7.05	5
worst max-delay path	rs1[3]	out1[22]	2.93	9
min in group asynchronous	reset	data[10][16]$_DFFE_PP0P_	2.18	3
## cells in the mapped netlist, drive strengths merged, types with 2 or more instances
| master | count |
|---|---|
| a2111oi | 28 |
| or3 | 3 |
| a32oi | 20 |
| clkbuf | 93 |
| nor2b | 38 |
| dfrtp | 480 |
| a21oi | 106 |
| buf | 141 |
| a2bb2oi | 19 |
| mux2i | 115 |
| o22ai | 64 |
| a21o | 21 |
| a22oi | 134 |
| o221a | 16 |
| and2 | 10 |
| a211oi | 16 |
| nor2 | 127 |
| nand2 | 55 |
| o22a | 3 |
| nor3 | 29 |
| o211ai | 6 |
| nor3b | 5 |
| mux2 | 490 |
| nand2b | 13 |
| o32a | 12 |
| a31oi | 26 |
| o21a | 19 |
| a221oi | 74 |
| o21ai | 39 |
| mux4 | 2 |
| nand3 | 9 |
| edfxtp | 32 |
| nand3b | 5 |
| a22o | 33 |
| a211o | 3 |
| inv | 35 |
| a21boi | 2 |
| and3 | 3 |
| o221ai | 4 |
## cell usage in the layout (no fill, tap or decap), types with 28 or more instances in the layout
cell	instances
dfrtp_1	480
mux2_2	468
a22oi_1	134
mux2i_1	115
nor2_1	113
a21oi_1	106
clkdlybuf4s50_1	102
buf_4	76
a221oi_1	74
o22ai_1	64
clkbuf_16	58
nand2_1	51
o21ai_0	39
a22o_1	33
edfxtp_1	32
inv_1	30
nor2b_1	29
nor3_1	28
## stage by stage
step | instances | util, % | area, µm²
after detailed placement | 2988 | 53.5 | 28800
after global routing | 3096 | 57.2 | 30800
final | 3096 | 57.2 | 30800
after global placement | 2988 | 53.5 | 28800
after floorplan | 2342 | - | 27200
after CTS | 3096 | 57.2 | 30800
## layer usage
metal / vias to the layer above / global-route usage, % / wire, µm
met5: - / 0 / 0
met3: 406 / 18.7 / 13600
met4: 0 / 18.3 / 6440
met2: 1462 / 55.6 / 44700
li1: 8946 / - / -
met1: 11000 / 53.6 / 39000
## critical path, cell delays in order
cell,delay (ns)
buf_2,0.62
buf_4,0.64
nor2_1,0.26
nand2_1,0.67
buf_4,0.54
a2bb2oi_1,0.26
o221a_2,0.21
a21oi_1,0.07
clkdlybuf4s50_1,0.41
## power breakdown
part	total [µW]	switching, µW	internal, µW
clock	2000	818	1180
combinational	1150	527	624
sequential	2630	335	2300
total	5780	1680	4100
## kinds of logic after synthesis
| group | Yosys count | synth area share, % |
|---|---|---|
| buffers and inverters | 269 | 4.65 |
| multiplexers | 607 | 24.6 |
| AND/OR/NAND/NOR | 300 | 5.19 |
| flip-flops | 512 | 47.6 |
| AND-OR/OR-AND | 654 | 17.9 |
## final cells by class
type / count / share of cell area, %
clock buffer: 81 / 5.42
timing repair buffer: 184 / 5.36
tap: 696 / 2.83
sequential: 512 / 42.1
inverter: 35 / 0.439
clock inverter: 27 / 0.992
multi-input combinational: 1561 / 42.8
Power and IR drop assume default switching activity.
